[design.v]
module game_movement(clk,
		     ld,  
		     reset_movement, 
		     move_ball,  
		     move1_up,
		     move1_down,
		     move2_up,
		     move2_down,
		     color_in,
		     paddle1x, 
		     paddle1y, 
		     paddle2x, 
		     paddle2y,  
		     x_out_b,
		     y_out_b,
		     color_out_b,
		     scorep1,
		     scorep2,  
		     paddle1x_out,
		     paddle1y_out, 
		     paddle2x_out, 
		     paddle2y_out,
		     color_out_paddle1,
		     color_out_paddle2,
		     game_over_sig);  
	input clk;
	input ld;
	input reset_movement;
	input move_ball;
	input move1_up;
	input move1_down;
	input move2_up;
	input move2_down;
	input [2:0] color_in;
	input [7:0] paddle1x;
	input [6:0] paddle1y;
	input [7:0] paddle2x;
	input [6:0] paddle2y;
	output reg [7:0] x_out_b;
	output reg [6:0] y_out_b;
	output reg [2:0] color_out_b;
	output reg [3:0] scorep1;  
	output reg [3:0] scorep2;  
	output reg [7:0] paddle1x_out; 
	output reg [6:0] paddle1y_out; 
	output reg [7:0] paddle2x_out; 
	output reg [6:0] paddle2y_out;
	output reg game_over_sig;
	output reg [2:0] color_out_paddle1;
	output reg [2:0] color_out_paddle2;
	reg [6:0] paddle1_init;  
	reg [6:0] paddle2_init;
	reg [7:0] x_counter;  
	reg [6:0] y_counter;  
	reg [7:0] x_max;  
	reg [7:0] x_min;  
	reg [6:0] y_max;  
	reg [6:0] y_min;  
	reg x_forward;  
	reg y_forward;  
	reg [7:0] x_before;
	reg [6:0] y_before;
	reg drawn_b;
	reg [3:0] paddley_count; 
	reg deleted1_up;
	reg deleted1_down;
	reg deleted2_up;
	reg deleted2_down;
	reg drawn;
	reg [6:0] y_screen;
	always @(posedge clk) 
	begin
		if (reset_movement == 1'b0)
		begin
			paddle1_init <= 7'b0110110;
			paddle2_init <= 7'b0110110;
			paddley_count <= 4'b0000;
			deleted1_up <= 1'b0;
			deleted1_down <= 1'b0;
			deleted2_up <= 1'b0;
			deleted2_down <= 1'b0;
			drawn <= 1'b0;
			y_screen <= y_screen + 1'b1;
		end  
		if(ld)
		begin
			if(paddley_count != 4'b1111)
				paddley_count <= paddley_count + 1'b1;
			else
			begin
				drawn <= 1'b1;
			end
			if(drawn == 1'b1)
			begin
				if(move1_up == 1'b1 && deleted1_up == 1'b0)
				begin
					paddle1y_out <= paddle1_init + paddley_count; 
					color_out_paddle1 <= 3'b000;
					deleted1_up <= 1'b1;
				end
				else if(deleted1_up == 1'b1)
				begin
					paddle1y_out <= paddle1_init - 1'b1;
					color_out_paddle1 <= color_in;
					paddle1_init <= paddle1_init - 1'b1;
					deleted1_up <= 1'b0;
				end
				else if(move1_down == 1'b1 && deleted1_down == 1'b0)
				begin
					paddle1y_out <= paddle1_init;
					color_out_paddle1 <= 3'b000;
					deleted1_down <= 1'b1;
				end
				else if(deleted1_down == 1'b1)
				begin
					paddle1y_out <= paddle1_init + paddley_count + 1'b1;
					color_out_paddle1 <= color_in;
					paddle1_init <= paddle1_init + 1'b1;
					deleted1_down <= 1'b0;
				end
				if(move2_up == 1'b1 && deleted2_up == 1'b0)
				begin
					paddle2y_out <= paddle2_init + paddley_count;
					color_out_paddle2 <= 3'b000;
					deleted2_up <= 1'b1;
				end
				else if(deleted2_up == 1'b1)
				begin
					paddle2y_out <= paddle2_init - 1'b1;
					color_out_paddle2 <= color_in;
					paddle2_init <= paddle2_init - 1'b1;
					deleted2_up <= 1'b0;
				end
				else if(move2_down == 1'b1 && deleted2_down == 1'b0)
				begin
					paddle2y_out <= paddle2_init;
					color_out_paddle2 <= 3'b000;
					deleted2_down <= 1'b1;
				end
				else if(deleted2_down == 1'b1)
				begin
					paddle2y_out <= paddle2_init + paddley_count + 1'b1;
					color_out_paddle2 <= color_in;
					paddle2_init <= paddle2_init + 1'b1;
					deleted2_down <= 1'b0;
				end
			end
			else
			begin
				paddle1x_out <= paddle1x;
				paddle1y_out <= paddle1_init + paddley_count;
				paddle2x_out <= paddle2x;
				paddle2y_out <= paddle2_init + paddley_count;
				color_out_paddle1 <= color_in;
				color_out_paddle2 <= color_in;
			end
			if(game_over_sig == 1'b1)
			begin
				if(y_screen <= 7'b1111111)
				begin
					y_screen <= y_screen + 1'b1;
					color_out_paddle1 <= 3'b000;
					color_out_paddle2 <= 3'b000;
					paddle1y_out <= y_screen;
					paddle2y_out <= y_screen;
				end
			end
		end  
	end
	always@(posedge clk)
	begin
		if (reset_movement == 1'b0)
		begin
			x_max <= 8'b10011111; 
			y_max <= 7'b1110111;
			x_min <= 8'b0000001;
			y_min <= 7'b000010;
			x_counter <= 8'b01010000;  
			y_counter <= 7'b0111100;  
			x_forward <= 1'b1;
			y_forward <= 1'b1;
			drawn_b <= 1'b0;  
			scorep1 <= 4'b0000;
			scorep2 <= 4'b0000;
			game_over_sig <= 1'b0;
		end  
		if(ld)  
		begin
			if(move_ball && !game_over_sig) 
			begin
				if(drawn_b == 1'b0 && game_over_sig == 1'b0) 
				begin
					if(x_counter != x_max && x_forward == 1'b1)
					begin
						x_counter <= x_counter + 1'b1;  
						x_out_b <= x_counter; 
						color_out_b <= color_in;
					end
					else if(x_counter != x_min && x_forward == 1'b0)
					begin
						x_counter <= x_counter - 1'b1; 
						x_out_b <= x_counter;
						color_out_b <= color_in;
					end
					else
					begin
						if(x_counter >= x_max)
						begin 
							x_forward <= 1'b0;  
							color_out_b <= color_in;
							if(scorep1 != 4'b0011)  
								scorep1 <= scorep1 + 1'b1;
							else
							begin
								scorep1 <= scorep1 + 1'b1;
								game_over_sig <= 1'b1;
							end
						end
						else
						begin
							x_forward <= 1'b1;  
							color_out_b <= color_in;
							if(scorep2 != 4'b0011)
								scorep2 <= scorep2 + 1'b1;  
							else
							begin
								scorep1 <= scorep1 + 1'b1;
								game_over_sig <= 1'b1;
							end
						end
					end
					if(y_counter != y_max && y_forward == 1'b1)  
					begin
						y_counter <= y_counter + 1'b1;
						y_out_b <= y_counter;
						color_out_b <= color_in;
					end
					else if(y_counter != y_min && y_forward == 1'b0)
					begin
						y_counter <= y_counter - 1'b1;
						y_out_b <= y_counter;
						color_out_b <= color_in;
					end
					else
					begin
						if(y_counter == y_max)  
						begin
							y_forward <= 1'b0;
							color_out_b <= color_in;
						end
						else  
						begin
							y_forward <= 1'b1;
							color_out_b <= color_in;
						end
					end
					if ((x_counter <= paddle1x_out + 2'b10) && (x_forward == 0) && (y_counter >= paddle1_init) && (y_counter <= paddle1_init + 4'b1111))
						x_forward <= 1'b1;	
					else if ((x_counter >= paddle2x_out - 2'b10) && (x_forward == 1) && (y_counter >= paddle2_init) && (y_counter <= paddle2_init + 4'b1111))
						x_forward <= 1'b0;
					drawn_b <= 1'b1;  
				end
				else if (drawn_b == 1'b1) 
				begin
					drawn_b <= 1'b0;
					color_out_b <= 3'b000;
				end
			end
			else if(game_over_sig == 1'b1)
			begin
				color_out_b <= 3'b000;
			end
		end  
	end
endmodule
[config.mk]
export PLATFORM = sky130hd
export DESIGN_NAME = game_movement
export DESIGN_NICKNAME = game_movement
export VERILOG_FILES = /design/flow/design.v
export SDC_FILE = /design/flow/constraint.sdc
export NUM_CORES = 4
export LEC_CHECK = 1
export CORE_UTILIZATION = 40
[constraint.sdc]
current_design game_movement

set clk_period 3.6
set clk_io_pct 0.2

create_clock -name clk0 -period $clk_period [get_ports {clk}]

set non_clock_inputs [all_inputs -no_clocks]
set_input_delay [expr $clk_period * $clk_io_pct] -clock clk0 $non_clock_inputs
set_output_delay [expr $clk_period * $clk_io_pct] -clock clk0 [all_outputs]
[run.sh]
#!/bin/bash
# OpenROAD 26Q1-2900-gdf79404cd8, Yosys 0.63+post, stock flow scripts
make -C /OpenROAD-flow-scripts/flow DESIGN_CONFIG=/design/flow/config.mk WORK_HOME=/design/flow/orfs finish
==> notes.md <==
Notes from the flow run.

Place:
- The run puts the placed instance count at ~1.2k.
- The run puts the worst slack at placement at 693 ps.
- RePlAce ended its routability-driven mode at a weighted congestion of between 0.9 and 1.
- Detailed placement ended at an HPWL of 14800 um.
- Per the placement log, port buffering inserted 89 buffers.

Clock tree:
- The run gives the number of instances resized during post-cts repair as 0.
- The cell sitting at the root of the clock tree is a sky130_fd_sc_hd__clkbuf_16.
- The clock reaches the later pin of the worst-skew pair after 360 ps.
- The clock tree synthesis step divided the H-tree into 3 levels.
- The run gives the number of clock sinks as 111.
- On the reported timing paths, the clock transition at the registers reads approximately 80 ps.
- The run puts the post-cts hold buffer count at 0.
- The run gives the post-CTS setup repair buffer count as 0.
- The run puts the number of clock buffers inserted by TritonCTS at 9.
- Looking at the clock tree report, the maximum root-to-sink buffer count equals 2.
- The run gives the CTS tree as built.

Yosys:
- The run gives the cell type with the largest total area after synthesis as sky130_fd_sc_hd__edfxtp_1.
- Per the synthesis report, the number of distinct cell types is 82.
- The run puts the async set-or-reset flop fraction in the synthesized netlist at 0%.
- Among all flip-flop cells after synthesis, the most frequent one is sky130_fd_sc_hd__dfxtp_1.
- The run gives the synthesized area divided by synthesized cell count as 8.66 um^2.
- The run puts the synthesized flop and latch total at 111.
- The run puts the basic-gate share of the synthesized area counting and, or, nand and nor cells at 19.5%.
- The run puts the XOR/XNOR share of the synthesized area at 4.75%.
- The synthesis report lists the Yosys warning total as 1.
- For reference, the top logic cell family by area is AND-OR/OR-AND gates.
- The run gives the synthesized-area fraction occupied by adder cells as a little under an eighth.
- The run gives the synthesized chip area reported by yosys as 0.00790 mm^2.
- The run puts the share of the synthesized area in the top cell type at 20.5%.
- The run puts the area share of and-or/or-and cells after synthesis at 21.4%.
- Synthesis handed over a netlist of 912 instances.
- The run gives the portion of netlist area occupied by mux cells as 2.45%.
- The run puts the post-synth tally of flip-flops with integrated enable at 54.
- In the Yosys report, the sequential cells make up 35.0% of the chip area.
- The run gives the total standard cell area after synthesis as 0.00790 mm^2.
- By area the synthesized netlist is led by sky130_fd_sc_hd__edfxtp_1 (21%), sky130_fd_sc_hd__dfxtp_1 (14%), sky130_fd_sc_hd__ha_1 (11%), sky130_fd_sc_hd__o21ai_0 (4.7%), sky130_fd_sc_hd__a21oi_1 (3.9%).
- The run puts the yosys stat cell total at 912.

Route:
- The run puts the number of violations reported at the end of detailed-routing iteration 0 at just under 600.
- For this run, the detailed router reports a per-instance via density of around 5.6.
- The run gives the via count as 7019.
- The run gives the number of DRC violations after detailed routing as 0.
- The run gives the detailed-route wire length as 20600 um.
- The run puts the number of diodes at 0.
- The run gives the number of detailed-route iterations in the first pass as 5.
- After detailed routing, the average wire length per cell comes to around 17 um.
- In this run the remaining antenna-violating nets after routing total 0.

Min path:
- Looking at hold timing, the worst path starts from scorep1[3].
- The run gives the hold path depth as 1.
- STA shows the worst min-delay path finishing at scorep1[3].
- The path class of the tightest hold or removal check is flop to flop.

Power:
- The run puts the largest vdd supply drop at approximately 0.00027 V.
- The run gives the total power per unit cell area as 368 mW/mm^2.
- The leakage power in the latest report is 3.42 nW.

Worst setup path:
- The run gives the biggest fanout along the worst timing path as 11.
- The run gives the critical setup path kind as flop to flop.
- The run puts the count of cells along the worst register-to-register path at 10.
- The run gives the endpoint required time on the critical path as 3710 ps.
- The run gives the origin of the critical flop-to-flop path as paddle2_init[0].
- The worst setup path is launched from a flop.
- The worst setup path is captured at a flop.
- The run gives the endpoint of the worst-slack reg-to-reg timing path as paddle2y_out[3].
- The run puts the critical path data arrival time at 2970 ps.
- The run gives the reg-to-reg setup timing slack as 730 ps.

Final timing:
- For reference, the final report shows the hold violation count at 0.
- The run gives the final period utilization as 79.6%.
- The run puts the number of endpoints failing setup at the final stage at 0.
- Setup repair after global routing left no endpoint under its margin.
- The run gives the final critical-path required period as 2870 ps.
- Headroom to the max-slew limit came out at 50.2%.
- Across the routed clock network, the largest skew measured is 10.6 ps.
- The run gives the setup TNS after final layout as 0 ps.
- The run gives the highest achievable clock rate as 349 MHz.
- The run gives the max-slew violation count as 0.
- At the pin with the least slew margin, the transition time is ~750 ps.
- The run puts the final setup slack of the worst path at 733 ps.

Global route:
- The run gives the number of global-route vias before repair as 6249.
- The run gives the global-route wire length before repair as 33000 um.
- The number of antenna violations at the first check in global routing was 0.
- The run puts the pin count of the biggest net entering global routing at 26.
- Summed over all routing layers, the global router reports a total usage of about a fifth.
- Global routing finished with a remaining overflow of 0.

Floorplan:
- The core region is 0.0194 mm^2.
- The run gives the number of rows in the core area as 51.
- Measured along the y axis, the die boundary spans ~140 um.
- The run puts the x dimension of the die at 143 um.
- The run puts the boundary pin count at 104.
- Once the floorplan was initialized, standard cells occupied 40.7% of the core.
- According to the floorplan report, the total die area is 0.0203 mm^2.

Run:
- The run gives the number of max-capacitance violations reported as 0.
- The run gives the total tool warning count as 47.

Final layout:
- The run gives the utilization of the core after routing as about half.
- The count of cells in the finished layout, fillers not included, comes to about 1.2k.
- The run gives the ratio of cells with drive above 1 in the final layout as 5.79%.
- The run gives the layout overhead on the synthesized area as 17.9%.

Outcome:
- The run finished with clean final reports.
==> cells in the final DEF, fill, tap and decap left out, types with 4 or more instances in the layout <==
cell                              netlist  routed
sky130_fd_sc_hd__ha_1                  70      70
sky130_fd_sc_hd__a32oi_1                7       7
sky130_fd_sc_hd__xor2_1                 9       9
sky130_fd_sc_hd__o21a_1                 6       6
sky130_fd_sc_hd__o22ai_1               12      12
sky130_fd_sc_hd__a21o_1                10      10
sky130_fd_sc_hd__nor2b_1               11      11
sky130_fd_sc_hd__nand2b_1               8       8
sky130_fd_sc_hd__buf_4                  2      13
sky130_fd_sc_hd__clkdlybuf4s50_1        0      88
sky130_fd_sc_hd__nor3_1                21      21
sky130_fd_sc_hd__a21oi_1               62      62
sky130_fd_sc_hd__o31ai_1                6       6
sky130_fd_sc_hd__xnor2_1               32      32
sky130_fd_sc_hd__a31oi_1               13      13
sky130_fd_sc_hd__nand3b_1               4       4
sky130_fd_sc_hd__and3_1                12      12
sky130_fd_sc_hd__and2_1                 5       5
sky130_fd_sc_hd__o21ai_0               74      74
sky130_fd_sc_hd__nand3_1               62      62
sky130_fd_sc_hd__edfxtp_1              54      54
sky130_fd_sc_hd__nand4_1               11      11
sky130_fd_sc_hd__mux2i_1               16      16
sky130_fd_sc_hd__o211ai_1              13      13
sky130_fd_sc_hd__and4_1                 4       4
sky130_fd_sc_hd__dfxtp_1               57      57
sky130_fd_sc_hd__nor2_1                75      75
sky130_fd_sc_hd__inv_1                 38      38
sky130_fd_sc_hd__clkbuf_16              0       9
sky130_fd_sc_hd__o221ai_1               4       4
sky130_fd_sc_hd__a22oi_1                6       6
sky130_fd_sc_hd__clkinv_1               5       5
sky130_fd_sc_hd__a211oi_1               4       4
sky130_fd_sc_hd__nor3b_1                4       4
sky130_fd_sc_hd__nand2_1               77      77
==> power breakdown <==
part / internal, mW / total, mW / switching [mW]
sequential: 1.44 / 1.60 / 0.152
clock: 0.620 / 1.12 / 0.503
combinational: 0.359 / 0.706 / 0.347
total: 2.42 / 3.43 / 1.00
==> routing by layer <==
metal | routed length (um) | vias to the layer above | global-route usage (%)
met5 | 0 | - | 0
met4 | 302 | 0 | 3.23
met3 | 1220 | 21 | 3.74
met2 | 8810 | 202 | 30.9
met1 | 10300 | 3277 | 34.6
li1 | - | 3519 | -
==> worst max path at each step <==
stage	start	slack, ps	end	cells past startpoint
4_1_cts	paddle1_init[1]	740	paddle1y_out[5]	9
5_1_grt	paddle2_init[0]	520	x_forward	11
6_report	paddle2_init[0]	730	paddle2y_out[3]	10
==> state kept, by name, summed over array words and instances (netlist names), 3 cells and up <==
| name | cells |
|---|---|
| paddle1y_out | 7 |
| color_out_b | 3 |
| y_counter | 7 |
| scorep2 | 4 |
| paddle2_init | 7 |
| paddley_count | 4 |
| x_out_b | 8 |
| color_out_paddle2 | 3 |
| paddle2x_out | 8 |
| y_out_b | 7 |
| scorep1 | 4 |
| color_out_paddle1 | 3 |
| paddle2y_out | 7 |
| x_counter | 8 |
| paddle1x_out | 8 |
| paddle1_init | 7 |
| y_screen | 7 |
==> kinds of logic after synthesis <==
family          Yosys count
xor+xnor                 42
flops                   111
fa+ha+maj                72
compound gates          263
mux                      19
buf+inv                  93
simple gates            312
==> through the flow <==
step / power, mW / hold slack (ps) / cell area (um^2)
detailed placement: 2.32 / 489 / 8980
global placement: 2.32 / 494 / 8980
finish: 3.43 / 498 / 9310
floorplan: 2.06 / 435 / 7900
global route: 3.61 / 527 / 9310
CTS: 3.46 / 505 / 9310
==> Yosys cell counts, types with 3 or more instances <==
master,n
sky130_fd_sc_hd__a21oi_1,62
sky130_fd_sc_hd__buf_2,7
sky130_fd_sc_hd__and2_1,5
sky130_fd_sc_hd__clkinv_1,5
sky130_fd_sc_hd__and4_1,4
sky130_fd_sc_hd__nor3b_1,4
sky130_fd_sc_hd__clkbuf_1,28
sky130_fd_sc_hd__dfxtp_1,57
sky130_fd_sc_hd__a2111oi_0,3
sky130_fd_sc_hd__nor2_1,75
sky130_fd_sc_hd__ha_1,70
sky130_fd_sc_hd__buf_1,3
sky130_fd_sc_hd__nand4_1,11
sky130_fd_sc_hd__o31ai_1,6
sky130_fd_sc_hd__nand3b_1,4
sky130_fd_sc_hd__inv_1,38
sky130_fd_sc_hd__o211ai_1,13
sky130_fd_sc_hd__xor2_1,9
sky130_fd_sc_hd__nor3_1,21
sky130_fd_sc_hd__nor2b_1,11
sky130_fd_sc_hd__o31a_1,3
sky130_fd_sc_hd__o21ai_2,3
sky130_fd_sc_hd__a32oi_1,7
sky130_fd_sc_hd__o21a_1,6
sky130_fd_sc_hd__mux2i_1,16
sky130_fd_sc_hd__buf_6,5
sky130_fd_sc_hd__a31oi_1,13
sky130_fd_sc_hd__xnor2_1,32
sky130_fd_sc_hd__edfxtp_1,54
sky130_fd_sc_hd__o22ai_1,12
sky130_fd_sc_hd__mux2_2,3
sky130_fd_sc_hd__a221o_1,3
sky130_fd_sc_hd__inv_2,3
sky130_fd_sc_hd__o21ai_0,74
sky130_fd_sc_hd__o221ai_1,4
sky130_fd_sc_hd__a21o_1,10
sky130_fd_sc_hd__a211oi_1,4
sky130_fd_sc_hd__nand2b_1,8
sky130_fd_sc_hd__a221oi_1,3
sky130_fd_sc_hd__a22oi_1,6
sky130_fd_sc_hd__nand3_1,62
sky130_fd_sc_hd__and3_1,12
sky130_fd_sc_hd__nand2_1,77
==> critical path, stage by stage (launching register included) <==
cell and delay [ps]:
sky130_fd_sc_hd__dfxtp_1 620, sky130_fd_sc_hd__ha_1 240, sky130_fd_sc_hd__inv_1 50, sky130_fd_sc_hd__fa_1 400
sky130_fd_sc_hd__xnor2_1 410, sky130_fd_sc_hd__and3_1 300, sky130_fd_sc_hd__nand2_1 70, sky130_fd_sc_hd__mux2i_1 160
sky130_fd_sc_hd__a21oi_1 80, sky130_fd_sc_hd__a21oi_1 180, sky130_fd_sc_hd__o21ai_0 100
==> final cells by class <==
cell class              instances  area (um^2)
well taps                     265          332
inverters                      46          173
fillers                      1908        10100
clock buffers                   9          225
clock inverters                 7          104
flip-flops and latches        111         2760
repair buffers                103         1000
multi-input cells             708         4710
Power and IR drop assume default switching activity.
