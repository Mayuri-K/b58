==> /design/flow/config.mk <==
export PLATFORM = sky130hd
export DESIGN_NAME = rd
export DESIGN_NICKNAME = rd
export VERILOG_FILES = /design/flow/design.v
export SDC_FILE = /design/flow/constraint.sdc
export NUM_CORES = 4
export LEC_CHECK = 1
export CORE_AREA = 10 10 104 104
export DIE_AREA = 0 0 114 114
==> /design/flow/constraint.sdc <==
current_design rd

set clk_period 7.3
set clk_io_pct 0.2

create_clock -name clk0 -period $clk_period [get_ports {clk}]

set non_clock_inputs [all_inputs -no_clocks]
set_input_delay [expr $clk_period * $clk_io_pct] -clock clk0 $non_clock_inputs
set_output_delay [expr $clk_period * $clk_io_pct] -clock clk0 [all_outputs]
==> /design/flow/design.v <==
module rd(e, rate, clear, clk);
    reg [19:0] q;
    input [19:0] rate; 
    input clear;
    input clk;
    output e;
    always @(posedge clk)
    begin 
		if(!clear)
			 q <= rate - 1'b1;
		else if (rate == 20'b0000_000_000_000_000_000_0)
			q <= 20'b0000_000_000_000_000_000_0;
		else if (q == 20'b0000_000_000_000_000_000_0)
			 q <= rate - 1'b1;
		else
			 q <= q - 1'b1;
    end
    assign e = (q == 20'b0_000_000_000_000_000_000_0) ? 1 : 0;
endmodule
==> /design/flow/run.sh <==
#!/bin/bash
# OpenROAD 26Q1-2900-gdf79404cd8, Yosys 0.63+post, stock flow scripts
make -C /OpenROAD-flow-scripts/flow DESIGN_CONFIG=/design/flow/config.mk WORK_HOME=/design/flow/orfs finish
==> reports/summary.txt <==
Status - complete, no violations
Die H - 114 µm
Post-layout min period - 3590 ps
Placed Area - 1940 µm²
Top reg by flops - q
ANT nets after route - 0
Layout cells sized above 1 - 13.7%
Vias - 1386
Placer congestion estimate - 0.810
Unique masters post-synth - 45
Critical path, cell by cell - nor4_4 -> nand2_1 -> nor3_1 -> clkdlybuf4s50_1
MI comb area - 1150 µm²
Worst slew pin tran - 745 ps
Slew HR - 49.9%
Slowest cell on the critical path - clkdlybuf4s50_1
Drt first pass iters - 4
Floorplan Utilization - 18.5%
CTS tree - yes
Final setup vio count - 0
DR iter-0 viols - 43
I/O pin count - 23
CP top delay family - simple AND/OR/NAND/NOR gates
Crit. End Element - output port
Syn Area/Cell - 8.88 µm²
Met2 Use GR - 8.66%
Latency at later pin - 260 ps
Largest net degree at the start of global routing - 20
Reg-to-reg slack, setup - 5110 ps
Vias in the first global route - 1269
R2r worst-path depth - 6
FILL cells - 955
Startpoint types - flop
Post-synth seq share - 24.9%
GR Util All Layers - 6.03%
Worst vdd ir - 83.6 µV
Max-cap violations - 0
Worst path max stage delay - 500 ps
Global-route wire length before repair - 6500 µm
Period utilisation layout - 49.2%
Die width - 114 µm
Yosys Instances - 181
TNS Setup - 0 ps
Unrepaired setup endpoints after global routing - false
RR Endpoint - q[1]$_DFF_P_
Post-synth EDFFs - 0
Tool Warnings - 27
Worst Path Buf+Inv - 1
PD cells - 146 nW/µm²
Maximum clock frequency - 278 MHz
Biggest regs - q x20
CTS H-Tree Depth - 1
Top Layout Cells - clkdlybuf4s50_1, nor2_1, xnor2_1, dfxtp_1, nor4_1
Hold path start - q[18]$_DFF_P_
Yosys reg bits - 20
Fin Hold WS - 580 ps
Routing usage on met3 - 1.70%
Clock sinks - 20
Most frequent logic cell in the layout - clkdlybuf4s50_1
Post-synth ARST share - 0%
TritonCTS buffer count - 3
Post-route DRC violation count - 0
Arrival @ worst endpoint - 2130 ps
Crit Path Category - flop to output port
Final WL - 4000 µm
Leak - 0.633 nW
Clock Skews - 5.61 ps
Min-Delay Endpoint - q[18]$_DFF_P_
Final Cell Area - 1980 µm²
Most Used Layer, Global Route - met1
Fin. max-slew vios - 0
Post-route non-filler standard cell count - 312
Final hold violations - 0
Critical path peak fanout - 6
Clock root cell - clkbuf_8
Port bufs - 22
Ys Warns - 1
Area grow syn2layout - 23.4%
Hold depth - 2
Ant. Diodes - 0
Cts repair resizes - 0
Seq. cell area - 400 µm²
Top_reg_cell synth - dfxtp_1
Placed insts - 309
Hold bufs inserted after CTS - 0
Total Power - 289 µW
Crit Reg-Reg Startpoint - q[6]$_DFF_P_
Met1 Usage GRT - 9.13%
Mapped Area - 1610 µm²
Core Region - 8680 µm²
Post-Syn Instances - 181
Post-DR vias/cell - 4.44
Die Area - 13000 µm²
Max clock buf depth - 2
Reg clk slew, reported paths - 70 ps
Hold/Removal Path Class - flop to flop
Largest register FFs - 20
WL per Instance - 12.8 µm
Site Rows - 34
YS chip area - 1610 µm²
Initial antenna violation count - 0
Dpl hpwl - 3190 µm
Setup Buffers After CTS - 0
GRT Residual Overflow - 0
Crit path DRT - 5840 ps
[worst max path at each step]
stage | start | slack [ps] | to | cells after the start
4_1_cts | q[6]$_DFF_P_ | 3690 | e | 4
5_1_grt | q[6]$_DFF_P_ | 3570 | e | 4
6_report | q[6]$_DFF_P_ | 3710 | e | 4
[layout make-up]
cell class / instances / share of cell area (%)
sequential: 20 / 20.2
clock buffer: 3 / 2.08
timing repair buffer: 24 / 11.9
inverter: 6 / 1.14
multi-input combinational: 151 / 57.9
tap: 108 / 6.82
[worst min-delay path, cell delays in order, from the launching register on]
cell and delay, ps:
dfxtp_1 340, xnor2_1 80, o22ai_1 110
[cells in the mapped netlist (3+ instances only)]
library cell  number  share of area, %
inv_1              6               1.4
or4_4              3               2.1
o21ai_0            3              0.93
or2_2              3               1.2
xnor2_1           20                11
nor3_1             7               2.2
mux2i_1            6               3.7
dfxtp_1           20                25
ha_1               4               3.1
or3_1              3               1.2
nor4_1            12               4.7
o22ai_1            8               3.1
nor4b_1            3               1.6
nor2_1            21               4.9
xor2_1             9               4.9
or4_1              4               1.9
o31a_1             5               2.7
nor3b_1            3               1.4
nand2_1            8               1.9
[power breakdown]
| part | switching [mW] | internal [mW] |
|---|---|---|
| Combinational | 0.0344 | 0.0402 |
| Clock | 0.0349 | 0.0367 |
| Sequential | 0.0185 | 0.124 |
[kinds of logic (layout without fill, tap and decap cells)]
group	count (synthesis)	in the layout	synth area share, %
simple gates	88	88	35.4
compound gates	23	23	12.6
fa+ha+maj	4	4	3.12
xor+xnor	29	29	15.8
buf+inv	10	33	3.66
mux	7	7	4.44
flops	20	20	24.9
[layer usage]
| layer | share of wire [%] | wire [µm] |
|---|---|---|
| met1 | 51 | 2040 |
| met4 | 0.72 | 29 |
| met3 | 5.0 | 201 |
| met5 | 0 | 0 |
| met2 | 43 | 1730 |
[stage by stage]
| step | worst slack [ps] | util (%) |
|---|---|---|
| final | 3710 | 22.8 |
| after global routing | 3570 | 22.8 |
| after detailed placement | 3500 | 22.4 |
| after floorplan | 4230 | - |
| after CTS | 3690 | 22.8 |
| after global placement | 3500 | 22.4 |
Power and IR drop assume default switching activity.
